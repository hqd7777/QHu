`./run.sh`:
```
#!/bin/bash
# OpenROAD 26Q1-2900-gdf79404cd8, Yosys 0.63+post, stock flow scripts
make -C /OpenROAD-flow-scripts/flow DESIGN_CONFIG=/design/flow/config.mk WORK_HOME=/design/flow/orfs finish
```
`./constraint.sdc`:
```
current_design rc_adder16

set clk_period 20.7
set clk_io_pct 0.2

create_clock -name clk0 -period $clk_period

set non_clock_inputs [all_inputs -no_clocks]
set_input_delay [expr $clk_period * $clk_io_pct] -clock clk0 $non_clock_inputs
set_output_delay [expr $clk_period * $clk_io_pct] -clock clk0 [all_outputs]
```
`./config.mk`:
```
export PLATFORM = sky130hd
export DESIGN_NAME = rc_adder16
export DESIGN_NICKNAME = rc_adder16
export VERILOG_FILES = /design/flow/design.v
export SDC_FILE = /design/flow/constraint.sdc
export NUM_CORES = 4
export LEC_CHECK = 1
export CORE_AREA = 10 10 70 70
export DIE_AREA = 0 0 80 80
```
`./design.v`:
```
`timescale 1ns/10ps
`timescale 1ns/10ps
module my_nor(y, a, b);
  output y;
  input a, b;
  reg y;
  reg v;
initial begin
end
  always@(a,b)begin
  #2 v=a|b;
  y=~v;
end
endmodule
module my_and(y, a, b);
  output y;
  input a, b;
  wire y;
  my_nor mynor1(y,~a,~b);
endmodule
module my_and3(y, a, b, c);
  output y;
  input a, b, c;
  wire y;
  wire v;
  my_and myand1(v,a,b);
  my_and myand2(y,v,c);
endmodule
module my_and4(y, a, b, c, d);
  output y;
  input a, b, c, d;
  wire y;
  wire v;
  my_and3 and3_1(v,a,b,c);
  my_and myand3(y,v,d);
endmodule
module my_or(y, a, b);
  output y;
  input a, b;
  wire y;
  wire v;
  my_nor mynor2(v,a,b);
  assign y=~v;
endmodule
module my_or3(y, a, b, c);
  output y;
  input a, b, c;
  wire y;
  wire v;
  my_or myor1(v,a,b);
  my_or myor2(y,v,c);
endmodule
module my_or4(y, a, b, c, d);
  output y;
  input a, b, c, d;
  wire y;
  wire v;
  my_or3 or3_1(v,a,b,c);
  my_or myor3(y,v,d);
endmodule
module my_xor(y, a, b);
  output y;
  input a, b;
  wire y;
  wire v1,v2;
  my_and myand4(v1,a,~b);
  my_and myand5(v2,~a,b);
  my_or myor4(y,v1,v2);
endmodule
module rc_adder16(sum, carry_out, a, b, carry_in);
    output [15:0] sum;
    output carry_out;
    input [15:0] a;
    input [15:0] b;
    input carry_in;
    wire [15:0] c;
    assign carry_out = c[15];
    full_adder fa0(sum[0], c[0], a[0], b[0], carry_in);
    full_adder fa1(sum[1], c[1], a[1], b[1], c[0]);
    full_adder fa2(sum[2], c[2], a[2], b[2], c[1]);
    full_adder fa3(sum[3], c[3], a[3], b[3], c[2]);
    full_adder fa4(sum[4], c[4], a[4], b[4], c[3]);
    full_adder fa5(sum[5], c[5], a[5], b[5], c[4]);
    full_adder fa6(sum[6], c[6], a[6], b[6], c[5]);
    full_adder fa7(sum[7], c[7], a[7], b[7], c[6]);
    full_adder fa8(sum[8], c[8], a[8], b[8], c[7]);
    full_adder fa9(sum[9], c[9], a[9], b[9], c[8]);
    full_adder fa10(sum[10], c[10], a[10], b[10], c[9]);
    full_adder fa11(sum[11], c[11], a[11], b[11], c[10]);
    full_adder fa12(sum[12], c[12], a[12], b[12], c[11]);
    full_adder fa13(sum[13], c[13], a[13], b[13], c[12]);
    full_adder fa14(sum[14], c[14], a[14], b[14], c[13]);
    full_adder fa15(sum[15], c[15], a[15], b[15], c[14]);
endmodule
module full_adder(sum, carry_out, a, b, carry_in);
    output sum, carry_out;
    input a, b, carry_in;
    my_xor xor1(w1, a, b);
    my_xor xor2(sum, w1, carry_in);
    my_and and1(w2, w1, carry_in);
    my_and and2(w3, a, b);
    my_or or1(carry_out, w2, w3);
endmodule
```
==> results.ini <==
[place]
dpl_cell_area_um2 = 897
globalplace.congestion = 0.865
io_buffer_count = 50
dp_hpwl_um = 1450
placed_cells = 117

[critical_path]
cp_top_family = adder cells
crit_slowest_cell = clkdlybuf4s50_1
crit_cells = 20
crit_end = sum[15]
cp_data_arrival_time_ns = 11.47
crit_top_cell = fa_1
path_cells = clkdlybuf4s50_1 > fa_1 > fa_1 > fa_1 > fa_1 > fa_1 > fa_1 > fa_1 > fa_1 > fa_1 > fa_1 > fa_1 > fa_1 > fa_1 > fa_1 > fa_1 > inv_1 > fa_1 > inv_1 > clkdlybuf4s50_1
crit_fanout = 1
path_class = in -> out
cp_num_buf_inv = 4
required_ns = 16.56
critPathLaunchType = primary input
startpoint = a[0]
crit_path_end_kind = output pin
critPathMaxStageDelay_ns = 0.46

[routing]
post-route-drc-count = 0
insertedDiodeCount = 0
drt_iter0_drc = 2
ant_nets = 0
firstDrtPassIters = 2
vias = 366
vias_per_cell = 3.13
wl_um = 1430
routedWlPerCell_um = 12.3

[logic_synthesis]
mux_share_pct = 0
synthSimpleGateAreaFrac_pct = 0
xor_share_pct = 0
yosys_area_um2 = 459
avgSynthCellArea_um2 = 12.4
netlist_logic_family_top = adder cells
ys_seq_share_pct = 0
ys_cells = 37
netlist_instances = 37
synthesis.area_um2 = 459
synthAdderAreaFrac_pct = 69.8
ys_sh_aoi_pct = 0
synth_warnings = 4
netlist-cell-type-count = 3

[global_route]
antenna_found_initial = 0
grt_start_max_net_pins = 2
grt.total_usage_pct = 4.16
grt_pass1_wl_um = 2080
top_usage_layer = met3
grt.overflow.total = 0
grt_pass1_vias = 427
grt_util_met2_pct = 4.09
use_met1_pct = 5.35
use_met3_pct = 5.57

[finish]
ff_count = 0
finalInstanceArea_um2 = 897
n_clock_buffer = 0
final_cell_mix = clkdlybuf4s50_1 (50), fa_1 (16), inv_1 (5)
final_cells = 117
areaGrowthSynthToFinish_pct = 95.4
regArea_um2 = 0
layout_top_cell = clkdlybuf4s50_1
fin_util_pct = 26.3
drive_gt1_share_pct = 0

[floorplan]
die_y_um = 80
rows = 21
die_width_um = 80
die-area_um2 = 6400
fp_util_pct = 13.4
io_pins = 50
core-area_um2 = 3420

[sta]
setup_violations = 0
relSlewSlack_pct = 92.7
slew_viol_final = 0
rsz0062_at_grt = no
period_used_pct = 75.4
fin_tns_setup_ns = 0
final.min_clock_period_ns = 15.61
max_freq_mhz = 64.1
tightest_slew_ns = 0.109
finalHoldViolCount = 0

[hold_path]
min_path_type = in -> out

[pwr]
finalPower_uw = 25.5
p_leak_nw = 0.339
ir_drop_uv = 10.0
powerDensity_nw_per_um2 = 28.4

[run]
max_cap_viol_count = 0
warning_count = 32

[clock_network]
cts_resized = 0
ctsHoldBuffers = 0
cts_setup_buffers = 0

[outcome]
status = finished, final reports clean

## worst min-delay path by stage
stage         startpoint   endpoint  slack [ns]  depth (start not counted)
finish             b[15]  carry_out        9.34                          5
CTS                b[15]  carry_out        9.35                          5
global route    carry_in     sum[0]        9.38                          3
## synthesized netlist by cell type
| cell | count | area [um2] |
|---|---|---|
| inv_1 | 5 | 18.8 |
| buf_4 | 16 | 120 |
| fa_1 | 16 | 320 |
## cell type report
| cell class | instances | area [um2] |
|---|---|---|
| Tap cell | 46 | 57.6 |
| Multi-Input combinational cell | 16 | 320 |
| Timing Repair Buffer | 50 | 500 |
| Inverter | 5 | 18.8 |
| Fill cell | 363 | 2520 |
## cells by family (layout without fill, tap and decap cells)
kind of cell	after synthesis	after routing
adder cells (fa/ha/maj)	16	16
buffers and inverters	21	55
## per-stage QoR
step | setup slack, ns | hold WS, ns
after floorplan | 6.11 | 8.49
after global placement | 5.04 | 9.34
after detailed placement | 5.03 | 9.35
after CTS | 5.03 | 9.35
after global routing | 4.85 | 9.38
final | 5.09 | 9.34
## power by group
| part | switching, mW | internal [mW] |
|---|---|---|
| clock network | 0 | 0 |
| logic | 0.00642 | 0.0191 |
| registers | 0 | 0 |
## metal layers
metal | vias up | wire (um) | part of all wire [%]
met4 | 0 | 0 | 0
met3 | 0 | 531 | 37
met2 | 50 | 349 | 24
met5 | - | 0 | 0
met1 | 158 | 553 | 39
li1 | 158 | - | -
Power is estimated from default activity; no workload was simulated.
