==> /design/flow/design.v <==
`timescale 1ns/10ps
module fir(data_out, out_enable, data_in, sample_enable, coef_enable, error, clk, reset);
	parameter s_reset 	= 2'b00;
	parameter s_coeff 	= 2'b01;
	parameter s_filter 	= 2'b10;
	parameter s_error 	= 2'b11;
	output [15:0] data_out;
	output out_enable;
	output error;
	input [7:0] data_in;
	input sample_enable;
	input coef_enable;
	input clk;
	input reset;
        wire read_coef,read_samp,complete;
	Control_Unit M0(read_coef,read_samp,error,out_enable,sample_enable,coef_enable,clk,reset,complete,out_valid);
        Datapath_Unit M1(data_out,out_valid,complete,data_in,clk,reset,read_coef,read_samp);	
endmodule
module Datapath_Unit(
       output reg [15:0] data_out,
       output reg out_valid,complete,
       input [7:0] data_in,
       input clk,reset,read_coef,read_samp
);
reg[7:0] h[0:4]; 
reg[15:0] sample_his[0:3]; 
reg[2:0] i,j;
always@(*)
  data_out=sample_his[3]*h[4]+sample_his[2]*h[3]+sample_his[1]*h[2]+sample_his[0]*h[1]+h[0]*data_in;
always@(posedge clk or negedge reset)
if(~reset) begin 
h[0]<=0;
h[1]<=0;
h[2]<=0;
h[3]<=0;
h[4]<=0;
sample_his[0]<=0;
sample_his[1]<=0;
sample_his[2]<=0;
sample_his[3]<=0;
i<=0;
j<=0;
end
else begin
  if(read_coef) begin
      complete<=0;
      h[i]<=data_in;
      if(i<4) i<=i+1;
      else begin i<=0;complete<=1;end
  end
  if(read_samp) begin
      sample_his[0]<=data_in;
      sample_his[1]<=sample_his[0];
      sample_his[2]<=sample_his[1];
      sample_his[3]<=sample_his[2];
      end
end
endmodule 
module Control_Unit (
output reg read_coef,read_samp,error,out_enable,
input sample_enable,coef_enable,clk,reset,complete,out_valid
);
parameter s_reset 	= 2'b00;
parameter s_coeff 	= 2'b01;
parameter s_filter 	= 2'b10;
parameter s_error 	= 2'b11;
reg[1:0] state,nextstate;
always@(posedge clk or negedge reset)
 if(~reset) state<=s_reset; else state<=nextstate;
always@(reset,sample_enable,coef_enable,state,out_valid,clk)begin
read_coef=0;
read_samp=0;
error=0;
nextstate=s_reset;
out_enable=0;
case(state)
   s_reset: begin
            if(coef_enable&&(!sample_enable))begin nextstate=s_coeff; read_coef=1;end
            else if(sample_enable) begin nextstate=s_error;error=1;end
            end
   s_coeff: begin
              if(coef_enable&&sample_enable) begin nextstate=s_error;error=1; end
              else if(coef_enable) begin nextstate=s_coeff;read_coef=1;end
              else if(!coef_enable&&complete) begin nextstate=s_filter;
                           if(sample_enable) begin read_samp=1;out_enable=1;end
                       end
              else if(!coef_enable&&(!complete)) begin error=1;nextstate=s_error;end
            end
   s_filter:begin
            out_enable=1;
            if(sample_enable&&(!coef_enable)) begin read_samp=1;nextstate=s_filter;end
            else if(sample_enable&&coef_enable) begin nextstate=s_error;error=1;end
            else if(!sample_enable&&!coef_enable) nextstate=s_filter;
            else if((!sample_enable)&&coef_enable) begin nextstate=s_coeff;read_coef=1;end
            end
   s_error: begin
            nextstate<=s_error;
            error=1;
            end
endcase
end
endmodule
==> /design/flow/run.sh <==
#!/bin/bash
# OpenROAD 26Q1-2900-gdf79404cd8, Yosys 0.63+post, stock flow scripts
make -C /OpenROAD-flow-scripts/flow DESIGN_CONFIG=/design/flow/config.mk WORK_HOME=/design/flow/orfs finish
==> /design/flow/config.mk <==
export PLATFORM = sky130hd
export DESIGN_NAME = fir
export DESIGN_NICKNAME = fir
export VERILOG_FILES = /design/flow/design.v
export SDC_FILE = /design/flow/constraint.sdc
export NUM_CORES = 4
export LEC_CHECK = 1
export CORE_UTILIZATION = 50
==> /design/flow/constraint.sdc <==
current_design fir

set clk_period 10.0
set clk_io_pct 0.2

create_clock -name clk0 -period $clk_period [get_ports {clk}]

set non_clock_inputs [all_inputs -no_clocks]
set_input_delay [expr $clk_period * $clk_io_pct] -clock clk0 $non_clock_inputs
set_output_delay [expr $clk_period * $clk_io_pct] -clock clk0 [all_outputs]
==> run summary <==
GRT Overall Usage: 0.270
Yosys Warn Count: 5
#FFs+latches synth: 80
Antenna-violating nets left: 0
Initial antenna violation count: 0
Post-DP Area: 0.0154 mm²
Largest net degree at the start of global routing: 42
Cycle use final: 0.985
DR vias: 9410
P&R area growth vs syn: 14.4%
Worst path slowest cell: fa_1
Mean routed wirelength per cell: 17.2 µm
WS Path Type: input port to output pin
CP required: 8.00 ns
Worst-path cell chain: buf_8, buf_12, and2_4, fa_1, fa_2, fa_1, inv_2, fa_1, fa_1, inv_2, fa_2, fa_1, inv_2, fa_1, inv_2, ha_4, a21o_1, a21oi_2, o21ai_2, mux2_4, nor4_2, buf_2
Slew Viols, Final: 0
RR Startpoint: M0.state[0]$_DFF_PN1_
Global-route wire length before repair: 55000 µm
RePlAce Congestion: 0.894
Top cells excl fill/tap: inv_1 (373), fa_1 (265), and2_1 (200)
Cell area after layout: 0.0164 mm²
F_max: 102 MHz
Most frequent logic cell in the layout: inv_1
CTS tree: done
Remaining Overflow, GRT: 0
Top cell family by delay on the critical path: adder cells
# IOs: 30
Post-Route WL: 32900 µm
Core box area: 0.0279 mm²
Seq share, synth: 0.140
Cell row count: 61
Chip area: 0.0293 mm²
DR pass1 iterations: 6
Non-filler cells, final: 1916
Outcome: finished clean
Cells after Synth: 1438
H-Tree Depth: 3
Syn_area_per_cell: 9.95 µm²
Max-Cap Viols: 0
Iter 0 DRT Violations: 293
Die span in x: 171 µm
Initial core utilization: 0.512
Flip-flops with a built-in enable: 1
CP arrival: 7.85 ns
Cells after DPL: 1873
Setup Viol. Count Final: 0
Vias per cell: 4.91
Clk pin slew, worst setup/hold paths: 0.07 ns
Yosys cell count: 1438
IO buf count: 29
Max-slew headroom: 0.616
Clock sink total: 80
Min cycle time layout: 9.85 ns
Crit end category: output pin
Worst Hold Depth: 1
Dpl hpwl: 27100 µm
Slew @ Worst Pin: 0.576 ns
Asr flop ratio synth: 0.988
Root buf cell: clkbuf_16
CP Launch Type: input port
Synth Flop Type: dfrtp_1
Hold endpoint: M0.state[0]$_DFF_PN1_
Netlist cell types: 45
Critical Path Fanout Max: 5
Cells on worst reg2reg path: 5
Crit-path max cell delay: 0.56 ns
CP bufs+invs: 7
Number of global-route vias before repair: 10100
DIE HEIGHT: 171 µm
Hold crit path type: flop to flop
Worst hold margin: 0.511 ns
Fraction of layout cells with a size suffix above 1: 0.189
OpenROAD warnings: 32
RSZ-0062 raised after global routing: yes
YS chip area: 0.0143 mm²
N_diodes: 0
Mapped cell area: 0.0143 mm²
Final Skew: 0.00919 ns
RR Endpoint: M1.sample_his[1][1]$_DFFE_PN0P_
Post-CTS Hold Buffers: 0
Hold Violations, Final: 0
DRC: 0
Setup slack, reg-to-reg: 8.12 ns
Clk buf depth: 2
Setup TNS: 0 ns
HP Start: M0.state[0]$_DFF_PN1_
Late-Pin Clk Latency: 0.35 ns
Most used cell, CP: fa_1
CTS Buf Count: 9
-- registers in the layout, summed over array words and instances (netlist names) --
signal         cells
M0.state           4
M1.complete        1
M1.h              40
M1.i               3
M1.sample_his     32
-- Yosys cell counts, drive strengths merged (4+ instances only) --
cell / n / area share
buf: 6 / 0.0025
ha: 142 / 0.12
dfrtp: 78 / 0.14
nor3: 9 / 0.0031
and2: 212 / 0.093
inv: 396 / 0.10
o21ai: 9 / 0.0031
fa: 280 / 0.39
mux2: 74 / 0.058
nand2: 122 / 0.033
a21oi: 10 / 0.0040
nor2: 11 / 0.0034
clkbuf: 30 / 0.0079
a21o: 4 / 0.0021
xnor2: 19 / 0.012
xor2: 4 / 0.0024
-- logic make-up (layout without fill, tap and decap cells) --
kind of cell	after synthesis	after routing	synth area share
fa+ha+maj	422	422	0.516
xor+xnor	23	23	0.0141
compound gates	40	40	0.0185
simple gates	367	367	0.138
buf+inv	432	532	0.114
mux	74	74	0.0583
flops	80	80	0.140
-- repair_timing --
action | CTS | global route
setup endpoints to repair | 11 | 10
endpoints found under the hold margin | 0 | 0
setup buffers | 26 | 6
gates resized | 122 | 59
cloned | 1 | 0
pin swaps | 56 | 63
-- how the worst max path moves through the flow --
stage                  end  depth (start not counted)  slack, ns       start
finish        data_out[14]                         22       0.15  data_in[5]
global route  data_out[15]                         25      -0.04  data_in[2]
CTS           data_out[11]                         23      -0.03  data_in[4]
-- area by class of cell --
type	instances	area [µm²]
Fill cell	2371	11600
Multi-Input combinational cell	926	11100
Sequential cell	80	2010
Inverter	396	1490
Timing Repair Buffer	120	1030
Tap cell	378	473
Clock buffer	9	225
Clock inverter	7	70.1
-- metrics by stage --
stage / utilization / worst slack [ns]
after floorplan: - / 0.308
after global placement: 0.552 / -0.931
after detailed placement: 0.552 / -0.958
after CTS: 0.582 / -0.0308
after global routing: 0.586 / -0.0444
final: 0.586 / 0.149
-- worst reg2reg max path, stage by stage (launching register included) --
cell and delay, ns:
dfstp_2 0.55, nor2_1 0.04, a31o_2 0.25, nand2_1 0.07
buf_4 0.43, mux2_2 0.42
-- metal layers --
layer | GRT usage | wire [µm] | up-vias
li1 | - | - | 4403
met1 | 0.416 | 14100 | 4730
met2 | 0.407 | 15700 | 245
met3 | 0.0909 | 2500 | 32
met4 | 0.0373 | 643 | 0
met5 | 0 | 0 | -
